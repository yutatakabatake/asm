### flow/run.sh
#!/bin/bash
# OpenROAD 26Q1-2900-gdf79404cd8, Yosys 0.63+post, stock flow scripts
make -C /OpenROAD-flow-scripts/flow DESIGN_CONFIG=/design/flow/config.mk WORK_HOME=/design/flow/orfs finish
### flow/constraint.sdc
current_design Temple

set clk_period 8.8
set clk_io_pct 0.2

create_clock -name clk0 -period $clk_period [get_ports {clk}]

set non_clock_inputs [all_inputs -no_clocks]
set_input_delay [expr $clk_period * $clk_io_pct] -clock clk0 $non_clock_inputs
set_output_delay [expr $clk_period * $clk_io_pct] -clock clk0 [all_outputs]
### flow/design.v
`timescale 1ns / 1ns
module alu #(
    parameter DATA_WIDTH = 16
) (
    input [DATA_WIDTH-1:0] data_in1,
    data_in2,
    input [1:0] op,
    output reg [DATA_WIDTH-1:0] data_out,
    output [2:0] flag
);
  reg carry;
  wire zero, neg;
  wire [16:0] data_in1_add, data_in2_add;
  assign data_in1_add = data_in1;
  assign data_in2_add = data_in2;
  always @(*) begin
    case (op)
      2'b00: {carry, data_out} = {1'b0, ~(data_in1 | data_in2)};
      2'b01: {carry, data_out} = data_in1_add + data_in2_add;
      2'b10: {carry, data_out} = {1'b0, data_in1};
      2'b11: {carry, data_out} = {1'b0, (data_in2 >> 1)};
    endcase
  end
  assign zero = ~(|data_out);
  assign neg  = data_out[DATA_WIDTH-1];
  assign flag = {zero, neg, carry};
endmodule
`timescale 1ns / 1ns
`timescale 1ns / 1ns
module decode (
    input [2:0] op,
    input [3:0] state,
    output reg [13:0] dec
);
  always @(*) begin
    case (state)
      4'b0000: begin
        if (op == 3'b110) begin
          dec = 14'b1_1_x_x_xx_xx_1_0_0_1_0_0;
        end else if (op == 3'b101) begin
          dec = 14'b1_1_x_x_xx_xx_1_0_0_0_0_0;
        end else if (op == 3'b011) begin
          dec = 14'bx_1_0_x_1x_xx_0_0_1_0_0_0;
        end else begin
          dec = 14'bx_1_x_x_xx_xx_0_0_0_1_0_0;
        end
      end
      4'b0001: dec = 14'bx_x_x_1_xx_00_0_1_0_0_1_0;
      4'b0010: dec = 14'bx_x_x_1_xx_01_0_1_0_0_1_0;
      4'b0011: dec = 14'bx_0_x_0_1x_xx_0_1_0_0_0_0;
      4'b0100: dec = 14'bx_0_x_x_xx_xx_0_0_0_0_0_1;
      4'b0101: dec = 14'b1_1_x_0_00_xx_1_1_0_0_0_0;
      4'b0110: dec = 14'b1_1_x_0_01_xx_0_1_0_0_0_0;
      4'b1000: dec = 14'bx_1_1_x_xx_xx_0_0_1_0_0_0;
      4'b1001: dec = 14'b0_x_x_x_xx_xx_1_0_0_0_0_0;
      4'b0111: dec = 14'bx_x_x_1_xx_11_0_1_0_0_1_0;
      4'b1011: dec = 14'bx_1_0_x_xx_xx_0_0_0_0_0_1;
      4'b1010: dec = 14'b1_x_x_x_xx_xx_1_0_0_0_0_0;
    endcase
  end
endmodule
`timescale 1ns / 1ns
module register #(
    parameter N = 16
) (
    input clk,
    rst,
    en,
    input [N-1:0] data_in,
    output reg [N-1:0] data_out
);
  always @(posedge clk, negedge rst) begin
    if (!rst) begin
      data_out <= 0;
    end else begin
      if (en) begin
        data_out <= data_in;
      end
    end
  end
endmodule
`timescale 1ns / 1ns
module registerfile #(
    parameter N = 16,
    M = 5
) (
    input clk,
    en,
    input [N-1:0] wr_data,
    input [M-1:0] addr,
    output [N-1:0] rd_data
);
  reg [N-1:0] mem[(2**M)-1:0];
  assign rd_data = (addr == 29) ? 0 : ( (addr == 30) ? 16'h1 : ( (addr == 31) ? 16'hffff : mem[addr]));
  always @(posedge clk) begin
    if (en) begin
      mem[addr] <= wr_data;
    end
  end
endmodule
`timescale 1ns / 1ns
`timescale 1ns / 1ns
module state (
    input            clk,
    rst,
    input      [2:0] op,
    output reg [3:0] state,
    input      [2:0] flag
);
  reg [3:0] nextstate;
  reg       br;
  always @(*) begin
    case (state)
      4'b0000: begin
        if (op == 3'b000) begin
          nextstate = 4'b0001;
        end else if (op == 3'b001) begin
          nextstate = 4'b0010;
        end else if (op == 3'b010) begin
          nextstate = 4'b0011;
        end else if (op == 3'b011) begin
          nextstate = 4'b1010;
        end else if (op == 3'b100) begin
          nextstate = 4'b0100;
        end else if (op == 3'b101) begin
          nextstate = 4'b0101;
        end else if (op == 3'b110) begin
          nextstate = 4'b1000;
        end else nextstate = 4'b0111;
      end
      4'b0001: begin
        nextstate = 4'b1010;
      end
      4'b0010: nextstate = 4'b1010;
      4'b0011: nextstate = 4'b1010;
      4'b0100: nextstate = 4'b1010;
      4'b0101: nextstate = 4'b0110;
      4'b0110: nextstate = 4'b1010;
      4'b0111: nextstate = 4'b1010;
      4'b1000:
      if (br) nextstate = 4'b1001;
      else nextstate = 4'b1010;
      4'b1001: nextstate = 4'b0000;
      4'b1010: nextstate = 4'b0000;
      default: nextstate = 4'b0000;
    endcase   
  end
  always @(posedge clk, negedge rst) begin
    if (!rst) begin
      state <= 4'b0000;
    end else begin
      state <= nextstate;
    end
  end
  always @(*) begin
    case (op)
      3'h0: br = 0;
      3'h1: br = flag[0];
      3'h2: br = flag[1];
      3'h3: br = flag[1] | flag[0];
      3'h4: br = flag[2];
      3'h5: br = flag[2] | flag[0];
      3'h6: br = flag[2] | flag[1];
      3'h7: br = 1;
      default: br = 0;
    endcase   
  end   
endmodule   
`timescale 1ns / 1ns
module Temple #(
    parameter ADDR_WIDTH = 16,
    parameter DATA_WIDTH = 16
) (
    input                   clk,
    rst,
    output [ADDR_WIDTH-1:0] addr,
    input  [          15:0] rd_data,
    output [          15:0] wr_data,
    output                  en
);
  wire [15:0] pc_sel_data, acc_sel_data, reg_sel_data, imm_sel_data;
  wire [15:0] pc_out, add_out, acc_out;
  wire [15:0] regfile_out, rf_out, alu_out;
  wire [2:0] flag_out, alu_flag;
  wire pc_sel, acc_sel, reg_sel, addr_sel;
  wire pc_en, acc_en, regfile_en, flag_en, rf_en;
  wire [1:0] imm_sel, alu_op;
  wire [ 2:0] op;
  wire [ 3:0] state;
  wire [13:0] dec;
  wire [ 4:0] regfile_addr;
  wire [ 7:0] half_imm_data;
  assign {pc_sel,addr_sel,reg_sel,acc_sel,imm_sel[1:0],alu_op[1:0],pc_en,acc_en,regfile_en,rf_en,flag_en,en} = dec;
  state statemachine (
      .clk(clk),
      .rst(rst),
      .op(op),
      .state(state),
      .flag(flag_out)
  );
  decode decode (
      .op(op),
      .state(state),
      .dec(dec)
  );
  register PC (
      .clk(clk),
      .rst(rst),
      .en(pc_en),
      .data_in(pc_sel_data),
      .data_out(pc_out)
  );
  register Acc (
      .clk(clk),
      .rst(rst),
      .en(acc_en),
      .data_in(acc_sel_data),
      .data_out(acc_out)
  );
  register #(
      .N(3)
  ) flag (
      .clk(clk),
      .rst(rst),
      .en(flag_en),
      .data_in(alu_flag),
      .data_out(flag_out)
  );
  register regi (
      .clk(clk),
      .rst(rst),
      .en(rf_en),
      .data_in(regfile_out),
      .data_out(rf_out)
  );
  alu alu (
      .data_in1(rf_out),
      .data_in2(acc_out),
      .op(alu_op),
      .data_out(alu_out),
      .flag(alu_flag)
  );
  registerfile regfile (
      .clk(clk),
      .en(regfile_en),
      .wr_data(reg_sel_data),
      .rd_data(regfile_out),
      .addr(regfile_addr)
  );
  assign pc_sel_data = (pc_sel) ? add_out : rf_out;
  assign add_out = pc_out + 16'h1;
  assign acc_sel_data = (acc_sel) ? alu_out : imm_sel_data;
  assign reg_sel_data = (reg_sel) ? add_out : acc_out;
  assign addr = addr_sel ? {pc_out[15:1], 1'b0} : {rf_out[15:1], 1'b0};
  assign wr_data = acc_out;
  assign op = (pc_out[0]) ? rd_data[15:13] : rd_data[7:5];
  assign regfile_addr = (pc_out[0]) ? rd_data[12:8] : rd_data[4:0];
  assign half_imm_data = (pc_out[0]) ? rd_data[15:8] : rd_data[7:0];
  assign imm_sel_data = (imm_sel[1]) ? rd_data[15:0] : ( (imm_sel[0]) ? {half_imm_data, acc_out[7:0]} : {acc_out[15:8], half_imm_data});
endmodule   
### flow/config.mk
export PLATFORM = sky130hd
export DESIGN_NAME = Temple
export DESIGN_NICKNAME = Temple
export VERILOG_FILES = /design/flow/design.v
export SDC_FILE = /design/flow/constraint.sdc
export NUM_CORES = 4
export LEC_CHECK = 1
export CORE_UTILIZATION = 30
==> notes.md <==
Summary of the current implementation state.

- The run finished with clean final reports.
- The biggest cell delay along the critical path is 640 ps, for reference.
- STA lists the startpoint of the worst hold path as statemachine.state[8].
- The maximum buffer depth of the clock tree is 3, for reference.
- The highest fanout seen on the critical path is 32, for reference.
- The post-synthesis sequential element count is about 570, for reference.
- In the routed netlist, the antenna diode instances number 0.
- The routed wire length per instance is about 24 um, for reference.
- The number of top-level design ports is approximately 51, for reference.
- The achievable clock frequency is roughly 200 MHz, for reference.
- The yosys cell count is ~1500, for reference.
- The total number of yosys warnings is 6, for reference.
- The final count of hold timing violations is 0, for reference.
- Checking max transition, the worst relative margin is 0.0746.
- The critical path contains buffers and inverters numbering 3 combined.
- The part of the cycle the worst path needs is 0.558, for reference.
- The hold-critical path depth is 0, for reference.
- The cell family contributing the most delay on the critical path is buffers and inverters.
- Summing over every cut layer, the via total after detailed routing is about 14000.
- The total global routing track utilization is 0.172, for reference.
- The register area is between 15000 and 20000 um2, for reference.
- Leaving out buffers and inverters, the combinational logic in the layout accounts for slightly below 7000 um2.
- The startpoint kind of the worst setup timing path is an input port, for reference.
- The standby leakage power is 9.34 nW, for reference.
- The clock-pin slew reported for the worst setup and hold paths after clock tree synthesis is 60 ps, for reference.
- Buffers inserted to repair hold after CTS numbered 0.
- The skew report gives the latency at the later pin of the worst-skew pair as around 600 ps.
- The tree is rooted in a clkbuf_16.
- The final antenna-violating net count is 0, for reference.
- In this run, post-CTS repair resized a total of 0 instances.
- The initial utilization of the core area, before any placement, comes to 0.303.
- The most common logic cell in the final layout is edfxtp_1.
- The standard cell with the maximum stage delay on the critical path is buf_4, for reference.
- The most critical setup path has its startpoint at rd_data[8].
- Per the TritonCTS log, the buffer count is ~56.
- The number of standard-cell rows in the floorplan is ~100, for reference.
- The HPWL after detailed placement is between 40 and 50 mm.
- In this run the layout overhead on the synthesized area is reported as 16.9%.
- Summing over the stages, the warning tally comes to between 40 and 50.
- The pin closest to its max-slew limit shows a slew of ~1400 ps.
- For this design the ratio of total power to cell area is 326 nW/um2.
- In this run the number of cells on the critical path is 9.
- The horizontal die dimension reported for this design is approximately 280 um.
- The time the worst path needs with I/O delays and setup is ~4900 ps, for reference.
- Traced cell by cell, the critical path runs through clkdlybuf4s50_1 > mux2_8 > buf_4 > buf_4 > mux4_2 > a22oi_1 > nand4_1 > o211ai_1 > o21ai_1.
- Per the detail_route report, vias per standard cell equal roughly 5.2.
- According to the floorplan report, the die height is about 280 um.
- The number of enable flip-flop cells is 495, for reference.
- Counting stages on the worst path, the most repeated cell is buf_4.
- The cell area after synthesis is 23900 um2, for reference.
- The via count of the first global-routing pass was 14524.
- Per the timing report, the most critical flop-to-flop path finishes at regfile.mem[18][14].
- The number of violations reported at the end of detailed-routing iteration 0 is around 1000, for reference.
- The die covers between 80000 and 90000 um2.
- The number of port buffers is between 40 and 50, for reference.
- In the synthesized netlist, the number of instances is 1450.
- The worst-case reg-to-reg setup slack stands at between 4000 and 5000 ps.
- Measured on the finished design, the core utilization comes to 0.354.
- The most common logic cells in the final layout are edfxtp_1 (495), mux4_2 (121), nor2_1 (91).
- Looking at the VDD voltage map, the peak drop is 0.000156 V.
- The first global-routing pass estimated ~96 mm of wire.
- TritonCTS built the clock tree.
- Per STA, the endpoint of the critical path is regi.data_out[0].
- The worst slack on hold paths is approximately 470 ps, for reference.
- For the worst flop-to-flop path, the logic depth is 5.
- The count of unclocked register or latch pins is 13, for reference.
- In this run the maximum-capacitance check reported violations numbering 0.
- The number of filler instances in the final layout is 7284, for reference.
- The design area is around 28000 um2, for reference.
- Entering global routing, the biggest net connects roughly 58 pins.
- The placed standard-cell area is ~26000 um2, for reference.
- The first TritonRoute pass finished after 5 iterations.
- The dominant register cell is edfxtp_1, for reference.
- Per the OpenROAD floorplan log, the area of the core is 78900 um2.
- The arrival time at the worst endpoint is ~5400 ps, for reference.
- The routability-driven placement congestion ratio is about 0.93, for reference.
- The path class of the tightest hold or removal check is reg2reg.
- STA lists the startpoint of the worst register-to-register path as PC.data_out[0].
- The required time at the endpoint of the critical path is between 9000 and 10000 ps, for reference.
- The count of pins over their slew limit is 0, for reference.
- The global route total overflow is 0, for reference.
- In the post-route report, total wirelength is listed as ~64 mm.
- The worst setup path is of the in2reg kind.
- The count of unique library cells instantiated by Yosys is between 60 and 70, for reference.
- The fraction of synthesis flops using an asynchronous set or reset pin is 0.109, for reference.
- The count of endpoints without a timing constraint is 14, for reference.
- The post-synth area from yosys stat is around 24000 um2, for reference.
- Setup repair after global routing left no endpoint under its margin.
- In the final layout, the share of cells above drive strength 1 is 0.199.
- The worst clock skew is 20.1 ps, for reference.
- The average size of a mapped cell is between 15 and 20 um2, for reference.
- The endpoint type of the worst setup path is a flip-flop, for reference.
- Summed over all failing endpoints, the final setup total negative slack is 0 ps.
- Overall power consumption after layout is estimated at slightly above 9 mW.
- The final routed DRC violation total is 0, for reference.
- The last timing report of the flow puts the setup violation total at 0.
- The H-tree depth reported by CTS is 2, for reference.
- The post-CTS setup repair buffer count is 0, for reference.
- The initial antenna violation count is 1, for reference.
==> worst reg2reg max path: cells and delay by family (launching register included) <==
kind | cells | cell delay [ps]
buffers and inverters | 2 | 700
DFF | 1 | 430
muxes | 1 | 590
and+or+nand+nor | 2 | 1780
==> worst min path at each step <==
stage | to | slack [ps]
after CTS | statemachine.state[5] | 460
after global routing | statemachine.state[5] | 490
final | statemachine.state[5] | 470
==> registers in the layout, summed over array words and instances (netlist names) <==
register,cells
Acc.data_out,16
PC.data_out,16
decode.dec,13
flag.data_out,3
regfile.mem,495
regi.data_out,16
statemachine.state,11
==> per-stage QoR <==
step	instances	setup slack [ps]
after floorplan	1450	4850
after global placement	2541	3190
after detailed placement	2541	3190
after CTS	2644	3820
after global routing	2644	3530
final	2644	3890
==> cells in the mapped netlist, types with 3 or more instances <==
cell type / instances / area share
and4_1: 15 / 0.0055
o22ai_1: 21 / 0.0055
a22o_1: 5 / 0.0018
edfxtp_1: 495 / 0.62
a221oi_1: 11 / 0.0040
a221o_1: 5 / 0.0021
inv_1: 40 / 0.0063
mux2i_1: 24 / 0.010
xor2_1: 7 / 0.0026
nor3_1: 6 / 0.0013
o211ai_1: 4 / 0.0013
a211oi_1: 4 / 0.0013
nand2b_1: 10 / 0.0026
mux2_2: 9 / 0.0042
or3_1: 4 / 0.0010
o31ai_1: 6 / 0.0019
a21oi_1: 88 / 0.018
mux4_2: 121 / 0.11
dfrtp_1: 61 / 0.064
nand2_1: 75 / 0.012
o21ai_0: 68 / 0.014
a21o_1: 9 / 0.0028
nand3_1: 23 / 0.0048
a22oi_1: 51 / 0.016
o21ai_1: 5 / 0.0010
xnor2_1: 19 / 0.0070
and3_1: 14 / 0.0037
nor2_1: 91 / 0.014
buf_1: 5 / 0.00079
clkbuf_1: 54 / 0.0085
dlxtn_1: 13 / 0.0082
buf_2: 17 / 0.0036
ha_1: 33 / 0.017
or2_2: 3 / 0.00079
==> layout make-up <==
type | instances | area share
Clock buffer | 69 | 0.0538
Sequential cell | 570 | 0.595
Multi-Input combinational cell | 761 | 0.247
Inverter | 41 | 0.00552
Timing Repair Buffer | 119 | 0.0362
Tap cell | 1050 | 0.0471
Clock inverter | 34 | 0.0150
==> per-layer routing <==
metal | routed length (um) | up-vias | GRT usage
met1 | 22800 | 6774 | 0.207
met3 | 9050 | 102 | 0.110
met2 | 30100 | 788 | 0.260
li1 | - | 5975 | -
met5 | 93 | - | 0.00714
met4 | 2380 | 4 | 0.0516
==> power breakdown <==
group          total, mW  switching, mW  leakage [nW]  internal (mW)
combinational       2.91           1.80          3.05           1.11
clock               2.45          0.997         0.930           1.45
sequential          3.74          0.278          5.36           3.46
==> kinds of logic (layout without fill, tap and decap cells) <==
group,count (synthesis),count (layout),synth area share
AND-OR/OR-AND,292,292,0.0771
AND/OR/NAND/NOR,253,253,0.0497
adder cells (fa/ha/maj),34,34,0.0181
XOR/XNOR,26,26,0.00954
buffers and inverters,119,263,0.0199
flip-flops,557,557,0.688
multiplexers,155,155,0.130
other,1,1,0.000157
latches,13,13,0.00818
No activity file was given, so power comes from the tool's default toggle rates.
