--- config.mk ---
export PLATFORM = sky130hd
export DESIGN_NAME = imm_sel
export DESIGN_NICKNAME = imm_sel
export VERILOG_FILES = /design/flow/design.v
export SDC_FILE = /design/flow/constraint.sdc
export NUM_CORES = 4
export LEC_CHECK = 1
export CORE_AREA = 10 10 70 70
export DIE_AREA = 0 0 80 80
--- constraint.sdc ---
current_design imm_sel

set clk_period 1.2
set clk_io_pct 0.2

create_clock -name clk0 -period $clk_period

set non_clock_inputs [all_inputs -no_clocks]
set_input_delay [expr $clk_period * $clk_io_pct] -clock clk0 $non_clock_inputs
set_output_delay [expr $clk_period * $clk_io_pct] -clock clk0 [all_outputs]
--- run.sh ---
#!/bin/bash
# OpenROAD 26Q1-2900-gdf79404cd8, Yosys 0.63+post, stock flow scripts
make -C /OpenROAD-flow-scripts/flow DESIGN_CONFIG=/design/flow/config.mk WORK_HOME=/design/flow/orfs finish
--- design.v ---
`timescale 1ns / 1ns
module imm_sel #(
    parameter DATA_WIDTH = 16
) (
    input [DATA_WIDTH-1:0] acc,
    imm,
    output [DATA_WIDTH-1:0] data_out,
    input [2:0] imm_sel
);
  wire [7:0] imm_data;
  assign imm_data = (imm_sel[2]) ? imm[15:8] : imm[7:0];
  assign data_out = (imm_sel[1]) ? imm[15:0] : ( (imm_sel[0]) ? {imm_data, acc[7:0]} : {acc[15:8], imm_data});
endmodule
==> impl_metrics.yaml <==
# yosys + openroad results
outcome:
  status: "finished, violations left"
  violations: "negative setup slack"
power_and_ir_drop:
  powerDensity_nw_per_um2: 329
  clock_power_share_pct: 0
  switchingPower_mw: 0.145
  p_leak_nw: 0.573
  internal_power_mw: 0.215
  irDropWorstVdd_mv: 0.113
  pwr-share-comb_pct: 100.0
  total_power_mw: 0.360
  seq_power_share_pct: 0
  switching_share_pct: 40.3
setup_path:
  arrival_ns: 1.12
  critical_path.max_fanout: 8
  worst-path-stages: 5
  critical_path_class: "in -> out"
  critPathLaunchType: "primary input"
  cp_slowest_stage_delay_ns: 0.28
  crit_path_cell_trace: "buf_8 > buf_6 > o21bai_4 > a222oi_1 > buf_2"
  path_delay_family: "AND-OR/OR-AND gates"
  worstPathRequired_ns: 0.96
  end_kind: "output port"
  slowest_stage: "a222oi_1"
  critPathBufInv: 3
die:
  die_h_um: 80
  ios: 51
  initCoreUtil_pct: 12.9
  coreArea_um2: 3420
  row_count: 21
  die-area_um2: 6400
  die_w_um: 80
min_path:
  min-delay-start: "imm[3]"
  min_path_cells: 4
  whs_endpoint: "data_out[3]"
  hold_path.class: "in -> out"
global_route:
  grt_max_degree: 16
  grt_pass1_wl_um: 4000
  grt-ovfl-total: 0
  track_usage_pct: 7.64
  grt_antenna_before_repair: 0
  grt_pass1_vias: 766
synth:
  ys_area_um2: 440
  ys_sh_mux_pct: 0
  syn_inst: 76
  synth-xor-area-share_pct: 0
  logic_family: "AND-OR/OR-AND gates"
  yosysTopAreaCell: "inv_1"
  post_synth_num_cell_types: 15
  top_cells_by_area: "inv_1 20%, a222oi_1 18%, a221oi_1 14%"
  synth_seq_share_pct: 0
  yosys.area_share.aoi_pct: 39.8
  ys_warn_count: 0
  synthAdderAreaFrac_pct: 0
  synth_area_per_cell_um2: 5.80
  simple_gate_share_pct: 28.1
  ys_cells: 76
  syn-cell-area_um2: 440
  top_cell_area_share_pct: 20.5
drt:
  ant_nets: 0
  wl_per_cell_um: 14.2
  initialDrtViolationCount: 87
  firstDrtPassIters: 6
  vias: 764
  drt-total-wl_um: 2570
  antenna_cells: 0
  drc: 0
  viasPerCell: 4.22
cells_and_area:
  n_clock_buffer: 0
  seq_cells: 0
  utilization_pct: 32.0
  nFillCells: 375
  final_cells: 181
  drive_gt1_share_pct: 36.3
  postLayoutCellArea_um2: 1090
  seqCellArea_um2: 0
  synthToLayoutAreaGrowth_pct: 148
timing:
  final.min_clock_period_ns: 1.36
  worstMarginPinSlew_ns: 0.295
  finalHoldViolations: 0
  timing.final.crit_share_pct: 113
  setup_tns_ns: -2.01
  slew-limit-headroom_pct: 80.3
  setup_ws_ns: -0.157
  fmax_mhz: 737
  finalSetupViolations: 16
  rsz0062_at_grt: "yes"
  drv_slew: 0
job:
  drv_cap: 0
  warning_count: 34
place:
  place_inst: 179
  placed_area_um2: 1050
  dp_hpwl_um: 2080
  routabilityCongestion: 0.730
  portBuffers: 51
clock_network:
  ctsHoldBuffers: 0
worst min-delay path, stage by stage:
cell and delay (ns):
dlygate4sd2_1 0.24, inv_1 0.05, a222oi_1 0.05, buf_2 0.12
placed cells by master, fill, tap and decap left out:
cell / n
inv_1: 24
nor2_1: 15
buf_4: 8
a211oi_2: 1
buf_6: 6
dlygate4sd2_1: 25
o21bai_4: 1
nor3_1: 7
clkdlybuf4s50_1: 7
a221oi_2: 7
a222oi_1: 8
buf_2: 17
nor4b_4: 1
nor3_2: 1
buf_8: 3
nor2b_4: 3
a21o_4: 1
cell families (layout without fill, tap and decap cells):
| logic type | after synthesis | after routing |
|---|---|---|
| compound gates | 18 | 18 |
| buf+inv | 31 | 90 |
| simple gates | 27 | 27 |
power groups by stage:
stage                 combinational, mW  clock (mW)  sequential [mW]
after CTS                         0.353           0                0
after global routing              0.398           0                0
final                             0.360           0                0
per-stage QoR:
| stage | hold slack [ns] | worst slack [ns] |
|---|---|---|
| finish | 0.940 | -0.157 |
| global route | 0.953 | -0.221 |
| CTS | 0.943 | -0.167 |
| detailed placement | 1.42 | -1.05 |
| global placement | 1.43 | -1.03 |
| floorplan | 0.545 | 0.196 |
cell usage after synthesis:
| cell | instances |
|---|---|
| inv_1 | 24 |
| nor2_1 | 15 |
| a222oi_1 | 8 |
| nor3_1 | 8 |
| a221oi_1 | 7 |
| nor2b_1 | 3 |
| buf_4 | 2 |
| buf_6 | 2 |
| a211oi_1 | 1 |
| a21o_4 | 1 |
| buf_2 | 1 |
| clkbuf_1 | 1 |
| clkbuf_2 | 1 |
| nor4b_1 | 1 |
| o21bai_2 | 1 |
final cells by class:
type	instances	area [um^2]	area share, %
multi-input cells	45	398	36.4
inverters	24	90.1	8.25
repair buffers	66	547	50.1
well taps	46	57.6	5.27
what timing repair did:
action	4_1_cts	5_1_grt
setup buffers	2	1
resized	115	2
pin swaps	18	6
endpoints found under the setup margin	16	16
cloned	0	0
worst max path at each step:
stage | from | to | slack (ns)
after CTS | imm_sel[1] | data_out[5] | -0.17
after global routing | imm_sel[1] | data_out[5] | -0.22
final | imm_sel[1] | data_out[2] | -0.16
metal layers:
metal / global-route usage (%) / up-vias / wire length, um
met5: 0 / - / 0
li1: - / 385 / -
met3: 3.18 / 0 / 280
met4: 0 / 0 / 0
met2: 11.4 / 33 / 1100
met1: 10.6 / 346 / 1190
Power is estimated from default activity; no workload was simulated.
